**flow/config.mk**
```make
export PLATFORM = sky130hd
export DESIGN_NAME = slowClock
export DESIGN_NICKNAME = slowClock
export VERILOG_FILES = /design/flow/design.v
export SDC_FILE = /design/flow/constraint.sdc
export NUM_CORES = 4
export LEC_CHECK = 1
export CORE_AREA = 10 10 90 90
export DIE_AREA = 0 0 100 100
```
**flow/constraint.sdc**
```tcl
current_design slowClock

set clk_period 3.8
set clk_io_pct 0.2

create_clock -name clk0 -period $clk_period [get_ports {CLKIN}]

set non_clock_inputs [all_inputs -no_clocks]
set_input_delay [expr $clk_period * $clk_io_pct] -clock clk0 $non_clock_inputs
set_output_delay [expr $clk_period * $clk_io_pct] -clock clk0 [all_outputs]
```
**flow/design.v**
```verilog
`timescale 1ns / 1ps
module slowClock(
	 input CLKIN,
    output reg CLKOUT
    );
reg [15:0] counter;
parameter C0 = 16'd50000;
always @ (posedge CLKIN)
	begin
	if (counter == C0)
		begin
			CLKOUT = ~CLKOUT;
			counter = 0;
		end
	counter = counter + 1;
	end
endmodule
```
**flow/run.sh**
```bash
#!/bin/bash
# OpenROAD 26Q1-2900-gdf79404cd8, Yosys 0.63+post, stock flow scripts
make -C /OpenROAD-flow-scripts/flow DESIGN_CONFIG=/design/flow/config.mk WORK_HOME=/design/flow/orfs finish
```
==> flow_metrics.tcl <==
# implementation run metrics
set metrics [dict create \
    rrSetupSlack_ns 2.23 \
    ys_cells 71 \
    slowest_delay_ns 0.46 \
    synth_top_flop_cell "dfxtp_1" \
    status "complete, no violations" \
    syn_area_per_cell_um2 10.3 \
    numClockSinks 17 \
    fin_skew_ns 0.00107 \
    yosysChipArea_um2 729 \
    p_int_mw 0.252 \
    clock-root-buffer "clkbuf_8" \
    yosysSeqAreaShare_pct 48.0 \
    use_met3_pct 0.486 \
    die_h_um 100 \
    clkPwrFrac_pct 42.3 \
    track_usage_pct 2.50 \
    yosysWarnings 1 \
    clkTransAtPathRegs_ns 0.06 \
    netlist_area_um2 729 \
    cp_data_arrival_time_ns 1.05 \
    via_count 484 \
    dr.pass1.iters 4 \
    min_to "counter[15]" \
    seqPwrFrac_pct 57.7 \
    syn-instance-count 71 \
    grt_pass1_vias 481 \
    dp_hpwl_um 859 \
    worstSetupStartpoint "CLKOUT" \
    clock.fmax_mhz 551 \
    synthArstFlopShare_pct 0 \
    leakage_nw 0.301 \
    rsz0062_at_grt "false" \
    ys_types 21 \
    critPathLaunchType "register" \
    crit_type "reg2out" \
    fin_crit_sh_pct 47.8 \
    drt_iter0_markers 16 \
    antenna_found_initial 0 \
    worstPathMaxFanout 2 \
    r2r-start "counter[0]" \
    max_cap_viol_count 0 \
    setup_ws_ns 1.99 \
    largest_area_cell "dfxtp_1" \
    setup-violations-final 0 \
    hp-class "reg2reg" \
    clock.latency.late_pin_ns 0.25 \
    fin_util_pct 13.9 \
    powerDensity_mw_per_mm2 357 \
    wire_per_inst_um 7.88 \
    fin_setup_tns_ns 0 \
    pin_count 2 \
    fp.coreArea_mm2 0.00628 \
    path_cells "clkdlybuf4s50_1" \
    area_growth_pct 19.4 \
    crit_required_ns 3.04 \
    hold_viol 0 \
    peakVddDrop_v 0.0000825 \
    top_cell "dfxtp_1" \
    tritoncts "yes" \
    fp_util_pct 11.6 \
    layout-drive-gt1-share_pct 10.8 \
    ys_ff 17 \
    antennaDiodeCount 0 \
    dieArea_mm2 0.0100 \
    r2r-end "CLKOUT" \
    end_kind "primary output" \
    reg2regPathDepth 5 \
    gp_congestion 0.834 \
    max_slew_margin_pct 79.3 \
    post-route-min-period_ns 1.81 \
    grt.overflow.total 0 \
    numCtsBuffers 3 \
    p_total_mw 0.311 \
    post_cts_resized 0 \
    switching_power_mw 0.0589 \
    viasPerCell 3.21 \
    antenna_left 0 \
    grt_max_degree 11 \
    grt_use_met1_pct 3.74 \
    drc 0 \
    routed_wl_mm 1.19 \
    std_cell_rows 29 \
    postCtsSetupRepairBufs 0 \
    top_usage_layer "met1" \
    hold_path_depth 1 \
    pwr-share-comb_pct 0 \
    yosys-top-cells-count "dfxtp_1 (16), nand3_1 (8), xnor2_1 (7)" \
    crit_slowest_cell "clkdlybuf4s50_1" \
    swShare_pct 18.9 \
    cts_hold_buf 0 \
    port_buffers 1 \
    cts_htree_levels 1 \
    fp.dieW_um 100 \
    tool_warnings 26 \
    slew_viol_final 0 \
    edf_count 1 \
    worst_slew_pin_slew_ns 0.306 \
    grt_pass1_wl_mm 2.19 \
    yosysTopAreaCellShare_pct 43.9 \
    topCellsByArea "dfxtp_1 (44%), xnor2_1 (8.4%), xor2_1 (6.0%), nand3_1 (5.5%), and4_1 (4.8%)" \
    grt_util_met2_pct 3.53 \
    critPathTopFamily "buffers and inverters" \
    pre_cts_ws_ns 2.24 \
    worstHoldStart "counter[15]" \
    crit_buf_inv 1 \
    max-clock-path-buffers 2 \
]
==> how the worst max path moves through the flow <==
stage                 endpoint  cells past startpoint
after CTS               CLKOUT                      1
after global routing    CLKOUT                      1
final                   CLKOUT                      1
==> stage by stage <==
stage	hold WS, ns	cells	area [um2]
2_1_floorplan	0.437	71	729
3_3_place_gp	0.471	147	825
3_5_place_dp	0.473	147	825
4_1_cts	0.483	151	871
5_1_grt	0.534	151	871
6_report	0.480	151	871
==> kinds of logic (layout without fill, tap and decap cells) <==
kind of cell	after synthesis	in the layout	share of synthesized area, %
buffers and inverters	6	9	3.60
flip-flops	17	17	48.0
AND/OR/NAND/NOR	32	32	29.2
XOR/XNOR	12	12	14.4
adder cells (fa/ha/maj)	2	2	3.43
AND-OR/OR-AND	2	2	1.37
==> sequential cells by signal, indices dropped and copies added (netlist names) <==
register  count
CLKOUT        1
counter      16
==> area by class of cell <==
class,instances,area (um2)
fillers,694,5410
multi-input cells,48,353
flip-flops and latches,17,350
well taps,77,96.3
clock buffers,3,41.3
inverters,4,15.0
repair buffers,1,10.0
clock inverters,1,5.00
==> per-layer routing <==
metal	wire, um	share of wire (%)
met5	0	0
met4	27	2.3
met3	38	3.2
met2	495	42
met1	629	53
==> layout by cell type (no fill, tap or decap) <==
master,netlist,final
inv_1,4,4
clkdlybuf4s50_1,0,1
and4bb_2,1,1
edfxtp_1,1,1
dfxtp_1,16,16
and4_1,4,4
xnor2_1,7,7
nand4_2,1,1
nand3_1,8,8
nor4b_2,1,1
nor2_1,3,3
ha_1,2,2
and3_1,2,2
clkbuf_8,0,3
clkinv_2,0,1
nand2_1,4,4
o21ai_0,2,2
xor2_1,5,5
nor4bb_1,1,1
and3b_1,1,1
and2_4,1,1
nand4_1,5,5
==> power by group through the flow <==
stage	registers (mW)	logic, mW	clock network (mW)
after CTS	0.180	0.000000135	0.135
after global routing	0.179	0.000000135	0.143
final	0.180	0.000000135	0.132
No activity file was given, so power comes from the tool's default toggle rates.
